`run.sh`:
```
#!/bin/bash
# OpenROAD 26Q1-2900-gdf79404cd8, Yosys 0.63+post, stock flow scripts
make -C /OpenROAD-flow-scripts/flow DESIGN_CONFIG=/design/flow/config.mk WORK_HOME=/design/flow/orfs finish
```
`config.mk`:
```
export PLATFORM = sky130hd
export DESIGN_NAME = RF
export DESIGN_NICKNAME = RF
export VERILOG_FILES = /design/flow/design.v
export SDC_FILE = /design/flow/constraint.sdc
export NUM_CORES = 4
export LEC_CHECK = 1
export CORE_AREA = 10 10 70 70
export DIE_AREA = 0 0 80 80
```
`constraint.sdc`:
```
current_design RF

set clk_period 1.0
set clk_io_pct 0.2

create_clock -name clk0 -period $clk_period [get_ports {clk}]

set non_clock_inputs [all_inputs -no_clocks]
set_input_delay [expr $clk_period * $clk_io_pct] -clock clk0 $non_clock_inputs
set_output_delay [expr $clk_period * $clk_io_pct] -clock clk0 [all_outputs]
```
`design.v`:
```
`timescale 1ns / 1ps
module RF(A, B, SA, SB, D, DA, W, rst, clk);
	output [3:0]A;  
	output [3:0]B;  
	input SA;  
	input SB;  
	input [3:0]D;  
	input DA;  
	input W;  
	input rst;  
	input clk;
	wire [1:0]load_enable;
	wire [3:0]R00, R01;
	Decoder1to2 decoder (load_enable, DA, W);
	RegisterNbit reg00 (D,R00,load_enable[0], rst, clk);  
	RegisterNbit reg01 (D,R01,load_enable[1], rst, clk);
	Mux2to1Nbit muxA (A,R00, R01, SA);
	Mux2to1Nbit muxB (B,R00, R01,SB); 
endmodule
module RegisterNbit(D, Q,  L, R, clock);
	parameter N = 4;  
	output reg [N-1:0]Q;  
	input [N-1:0]D;  
	input L;  
	input R;  
	input clock;  
	always @(posedge clock or posedge R) begin
		if(R)
			Q <= 0;
		else if(L)
			Q <= D;
		else
			Q <= Q;
	end
endmodule
module Decoder1to2(m, S, en);
	input S;  
	input en;  
	output [1:0]m;  
	assign m[0] = ~S&en;
	assign m[1] = S&en;
endmodule
module Mux2to1Nbit(o, i1,i2, s);
   input [3:0] i1,i2;
   input  s;
   output reg  [3:0] o;
always @(s or i1 or i2)
begin
   case (s)
      1'b0 : o = i1;
      1'b1 : o = i2;
      default : o = 4'b0;
   endcase
end
endmodule
```
==> job_summary.md <==
### Metrics collected by this job

| Metric | Value |
|---|---|
| Core area | `3416 µm²` |
| Leading area contributor after synthesis | `dfrtp_1` |
| Initial antenna violation count | `0` |
| Post-Syn Area per Cell | `15.52 µm²` |
| Fin crit share | `132.7%` |
| First-pass GRT wire length | `2035 µm` |
| Critical path endpoint category | `output port` |
| Tmin final | `1327 ps` |
| Arrival @ worst endpoint | `1130 ps` |
| Most instantiated logic cell after routing | `mux2_4` |
| Vias in the first global route | `390` |
| Largest cells by area after synthesis | `dfrtp_1 (48%), mux2_2 (32%), mux2_4 (14%)` |
| Routability Congestion | `between 0.7 and 0.8` |
| HP Class | `primary input to async pin` |
| Starting DRT DRC Count | `16` |
| Routed Antenna Nets | `0` |
| Synth Register Bits | `8` |
| Final hold vios | `0` |
| Pwr dens | `1353 nW/µm²` |
| Ant diodes | `0` |
| Die Span Y | `80 µm` |
| Row count | `21` |
| Status | `complete, but fails checks` |
| OpenROAD warning count | `27` |
| Most numerous logic cells after layout | `mux2_4 (12), buf_6 (10), dfrtp_1 (8)` |
| Fp_density | `12.27%` |
| CTS sink cnt | `8` |
| Top sig layer | `met4` |
| Final slew viol count | `0` |
| Routed wire length | `1227 µm` |
| Clock Skew | `0 ps` |
| Met2 Wirelength | `572 µm` |
| Clk Latency, worst-skew pair | `around 250 ps` |
| Worst-case clock buffer depth | `2` |
| Worst Setup Path Type | `flop to output port` |
| Die width | `80 µm` |
| Fmax | `753.8 MHz` |
| I/O pin cnt | `18` |
| Clock transition at path regs | `50 ps` |
| Synth warnings | `2` |
| Tot GR Track Use | `4.168%` |
| P&R area growth vs syn | `89.25%` |
| Post-layout instance count excluding filler cells | `105` |
| CTS Buf Count | `3` |
| CTS tree | `yes` |
| Actual slew at the worst max-slew pin | `309.8 ps` |
| Met1 wire length | `506 µm` |
| Leak pwr | `0.3817 nW` |
| Root buffer cell | `clkbuf_4` |
| Startpoint types | `flop` |
| GRT overflow | `0` |
| Routed length on met3 | `143 µm` |
| # hold bufs at CTS | `0` |
| Synth cell types | `6` |
| RSZ-0062 raised after global routing | `yes` |
| Fin Setup TNS | `-2147 ps` |
| Yosys cell count | `27` |
| Synth Seq Share | `47.76%` |
| Gate Count Post-Synth | `27` |
| Final setup fails | `8` |
| Failing checks | `setup timing` |
| Mapped Area | `between 400 and 500 µm²` |
| Critical path peak fanout | `2` |
| Vias/cell | `3.143` |
| VDD IR max | `493.2 µV` |
| Largest net degree at the start of global routing | `9` |
| Yosys chip area | `419.2 µm²` |
| CTS H-tree depth | `1` |
| Max_slew headroom | `79.33%` |
| 1st-pass router iterations | `4` |
| DP Cell Count | `93` |
| Die ar. | `6400 µm²` |
| Post-synth top area share | `47.76%` |
| I/O Buffers | `17` |
| Via Count | `330` |
| # DRC | `0` |
| Routed WL per cell | `11.69 µm` |
| CP Data Required Time | `800 ps` |
| Total of max-cap violations | `0` |
| Fraction of final layout cells sized beyond drive strength 1 | `71.19%` |
| Setup ws final | `-326.6 ps` |
-- cell usage after synthesis --
master / instances
nor2b_4: 1
mux2_4: 4
mux2_2: 12
inv_1: 1
nand2_2: 1
dfrtp_1: 8
-- cell families (layout without fill, tap and decap cells) --
| family | after synthesis | after routing | synth area share [%] |
|---|---|---|---|
| buffers and inverters | 1 | 33 | 0.8947 |
| DFF | 8 | 8 | 47.76 |
| muxes | 16 | 16 | 46.57 |
| and+or+nand+nor | 2 | 2 | 4.776 |
-- path summary, 6_finish.rpt --
path | depth (start not counted) | endpoint | slack (ps) | start
max | 3 | A[0] | -330 | reg00.Q[0]
max in group asynchronous | 2 | reg00.Q[1] | 550 | rst
max reg2reg | 3 | reg01.Q[0] | 20 | reg01.Q[0]
min | 2 | reg01.Q[2] | 210 | rst
min in group clk0 | 3 | reg00.Q[2] | 520 | DA
min reg2reg | 1 | reg01.Q[3] | 540 | reg01.Q[3]
-- per-stage QoR --
step	hold slack [ps]	utilization (%)	worst slack (ps)	area [µm²]	total power [mW]
floorplan	15.66	-	194.2	419.2	0.5201
global route	239.8	23.22	-384.8	793.3	1.153
global placement	467.6	19.60	-792.4	669.4	0.7236
CTS	212.5	22.09	-332.6	754.5	1.038
finish	208.6	23.22	-326.6	793.3	1.073
detailed placement	476.6	19.60	-795.3	669.4	0.7294
-- worst max-delay path, stage by stage, from the launching register on --
cell and delay, ps:
dfrtp_1 380, buf_6 120, mux2_4 270, buf_6 110
-- where the power goes --
group / leakage [nW] / switching, mW / internal (mW)
registers: 0.0939 / 0.0315 / 0.373
logic: 0.274 / 0.106 / 0.323
clock network: 0.0138 / 0.104 / 0.137
total: 0.382 / 0.241 / 0.832
-- metal layers --
metal | vias up | track usage (%)
met5 | - | 0
met4 | 0 | 0.1761
met3 | 2 | 2.955
met2 | 12 | 6.421
met1 | 154 | 4.862
li1 | 162 | -
-- final cells by class --
class / instances / area, µm²
clock buffers: 3 / 22.52
flip-flops and latches: 8 / 200.2
inverters: 1 / 3.754
multi-input cells: 18 / 245.2
repair buffers: 29 / 264.0
fillers: 374 / 2623
well taps: 46 / 57.56
-- what timing repair did --
item | 4_1_cts | 5_1_grt
endpoints found under the setup margin | 16 | 11
resized | 40 | 9
setup buffers | 9 | 0
-- registers in the layout, summed over array words and instances, names as in the netlist --
| signal | cells |
|---|---|
| reg01.Q | 4 |
| reg00.Q | 4 |
No activity file was given, so power comes from the tool's default toggle rates.
